==> flow/design.v <==
`timescale 1ns / 1ps
module mult_control(
 input clk , 
 input reset_a ,
 input start ,
 input [1:0] count ,
 output  [1:0] input_sel ,
 output  [1:0] shift_sel , 
 output  done , 
 output  clk_ena ,
 output  sclr_n 
    );
  reg [2:0] Q_reg , Q_next ;
  localparam idle = 3'b000 ;
  localparam lsb = 3'b001 ;
  localparam mid = 3'b010 ;
  localparam msb = 3'b011 ;
  localparam clac_done = 3'b100 ;
  localparam err = 3'b101 ;
    always @(posedge clk , negedge reset_a)
    begin 
     if (~reset_a)
      Q_reg <= idle ;
      else 
       Q_reg <= Q_next ;
   end
    always@(*)
     begin
      case(Q_reg)
              idle: if (start)
                    Q_next = lsb ;
                     else 
                     Q_next = idle ; 
              lsb: if (start)
                     if (count == 2'b00)
                          Q_next = mid ;
                           else 
                           Q_next = err ; 
              mid: if (~start )
                      if( count == 2'b01 )
                        Q_next = mid ;
                          else if (~start )
                            if (count == 2'b10)
                            Q_next = msb ; 
                          else
                            Q_next = err ;    
              msb: if (~start )
                     if(count == 2'b11)
                        Q_next = clac_done ;
                         else 
                             Q_next = err ; 
             clac_done: if (~start)
                         Q_next = idle ;
                           else 
                             Q_next = err ;
              err: if (start)
                          Q_next = lsb ;
                           else 
                              Q_next = err ; 
                  default:  Q_next = err ;
               endcase
             end
              assign input_sel[1:0] = (Q_reg == lsb || Q_reg == mid || Q_reg == msb ) & ( ~start ) ? count[1:0] : 'bx  ;
              assign shift_sel[1:0] = (Q_reg == lsb | Q_reg == mid | Q_reg == msb ) & (~start) ? ((count[1:0]) > 'b01 ? count[1:0] - 1 : count[1:0] ) : 'bx ;
              assign  done = (Q_reg == clac_done ) & (~start) ? 'b1 : 'b0;
              assign  clk_ena = ((Q_reg == idle | Q_reg == err)&(start))| ((Q_reg == lsb | Q_reg == mid | Q_reg == msb)&(~start)) ? 1'b1 : 'b0 ; 
               assign sclr_n = (start) ? 1'b0 : 'b1 ;                                    
endmodule                                       
==> flow/run.sh <==
#!/bin/bash
# OpenROAD 26Q1-2900-gdf79404cd8, Yosys 0.63+post, stock flow scripts
make -C /OpenROAD-flow-scripts/flow DESIGN_CONFIG=/design/flow/config.mk WORK_HOME=/design/flow/orfs finish
==> flow/config.mk <==
export PLATFORM = sky130hd
export DESIGN_NAME = mult_control
export DESIGN_NICKNAME = mult_control
export VERILOG_FILES = /design/flow/design.v
export SDC_FILE = /design/flow/constraint.sdc
export NUM_CORES = 4
export LEC_CHECK = 1
export CORE_AREA = 10 10 70 70
export DIE_AREA = 0 0 80 80
==> flow/constraint.sdc <==
current_design mult_control

set clk_period 1.2
set clk_io_pct 0.2

create_clock -name clk0 -period $clk_period [get_ports {clk}]

set non_clock_inputs [all_inputs -no_clocks]
set_input_delay [expr $clk_period * $clk_io_pct] -clock clk0 $non_clock_inputs
set_output_delay [expr $clk_period * $clk_io_pct] -clock clk0 [all_outputs]
==> impl_metrics.sql <==
-- implementation run metrics
INSERT INTO impl_metrics (metric_group, metric, value, unit) VALUES
('outcome', 'run_status', 'finished with violations', ''),
('outcome', 'violations', 'setup timing', ''),
('global_routing', 'grt_first_pass_wirelength', '1410', 'µm'),
('drt', 'drtIter0Drc', '4', ''),
('global_routing', 'initial_antenna_violation_count', '0', ''),
('timing', 'timing.final.crit_period', '1.49', 'ns'),
('die', 'core-area', '3420', 'µm²'),
('logic_synthesis', 'postSynthCellCount', '38', ''),
('setup_path', 'worstPathMaxFanout', '3', ''),
('timing', 'timing.hold.ws', '0.191', 'ns'),
('timing', 'post-route-period-util', '124', '%'),
('global_routing', 'first_global_vias', '332', ''),
('clock_tree', 'cts_hold_repair.buffers', '0', ''),
('power_and_ir_drop', 'power.clock.fraction', '47.5', '%'),
('timing', 'maxClockFrequency', '669', 'MHz'),
('setup_path', 'timing_worst_setup_path_type', 'reg -> out', ''),
('logic_synthesis', 'ys.flops', '6', ''),
('setup_path', 'critical_path.startpoint_type', 'flip-flop', ''),
('drt', 'wl_per_cell', '8.32', 'µm'),
('clock_tree', 'cts_max_level', '1', ''),
('final_layout', 'fillerInstances', '398', ''),
('clock_tree', 'root_buffer', 'clkbuf_4', ''),
('timing', 'final_critical_path_setup_slack', '-0.294', 'ns'),
('timing', 'timing.final.setup_violations', '2', ''),
('power_and_ir_drop', 'share_comb_of_total_power', '23.6', '%'),
('placed_design', 'routabilityCongestion', '0.858', ''),
('placed_design', 'place_hpwl', '688', 'µm'),
('setup_path', 'max_stage_delay', '0.38', 'ns'),
('logic_synthesis', 'mappedNetlistArea', '348', 'µm²'),
('drt', 'postRouteWirelength', '899', 'µm'),
('setup_path', 'worstPathCellList', 'buf_4, nor3_2, and2_1, dlygate4sd2_1', ''),
('setup_path', 'critical_path_arrival', '1.25', 'ns'),
('drt', 'n_antenna_cell', '0', ''),
('setup_path', 'timing.critical_path.to_type', 'output pin', ''),
('power_and_ir_drop', 'netSwitchingFraction', '22.3', '%'),
('clock_tree', 'cts-root-to-sink-buffers', '2', ''),
('drt', 'drt_pre_antenna_iters', '4', ''),
('power_and_ir_drop', 'seq_power_share', '28.9', '%'),
('logic_synthesis', 'synthArstFlopShare', '50.0', '%'),
('timing', 'count_of_endpoints_without_a_timing_constraint', '6', ''),
('setup_path', 'critPathSlowestCell', 'dfrtp_1', ''),
('final_layout', 'flow.area_growth_from_synthesis', '78.8', '%'),
('flow_run', 'max-cap-violations', '0', ''),
('power_and_ir_drop', 'power_report.internal_total', '0.284', 'mW'),
('logic_synthesis', 'yosys-stat-cells', '38', ''),
('hold_path', 'hp-class', 'in -> async', ''),
('logic_synthesis', 'synthMostInstantiatedCell', 'buf_4', ''),
('timing', 'final-hold-violation-count', '0', ''),
('placed_design', 'dp_worst_setup_slack', '-0.613', 'ns'),
('die', 'design.portCount', '12', ''),
('timing', 'max_slew_margin', '85.0', '%'),
('setup_path', 'timing.critical_path.required', '0.96', 'ns'),
('clock_tree', 'path_clk_slew', '0.04', 'ns'),
('die', 'floorplan.die.height', '80', 'µm'),
('global_routing', 'pin_count_of_the_biggest_net_entering_global_routing', '10', ''),
('clock_tree', 'tritoncts_clock_tree', 'built', ''),
('clock_tree', 'cts_inserted_buffers', '3', ''),
('die', 'fp_util', '10.2', '%'),
('timing', 'grt_setup_unrepaired', 'yes', ''),
('logic_synthesis', 'postSynth.topFlopCell', 'dlxtn_1', ''),
('logic_synthesis', 'ys_chip_area', '348', 'µm²'),
('die', 'std_cell_rows', '21', ''),
('drt', 'vias_per_cell', '3.22', ''),
('drt', 'detailroute.via_count', '348', ''),
('final_layout', 'final_layout_size_suffix_gt1_share', '43.5', '%'),
('logic_synthesis', 'top_area_cell', 'dfrtp_1', ''),
('timing', 'number_of_register_pins_that_no_clock_reaches', '3', ''),
('placed_design', 'port_buf_inserts', '11', ''),
('flow_run', 'tool_warnings', '29', ''),
('timing', 'tightestPinTransition', '0.223', 'ns');
-- per-layer routing --
layer	vias to the layer above	track usage [%]	wire (µm)
li1	176	-	-
met1	154	3.62	443
met2	16	3.37	322
met3	2	0.909	109
met4	0	1.41	24
met5	-	0	0
-- metrics by stage --
step / utilization, % / instances / total power, mW / setup TNS (ns) / cell area, µm²
2_1_floorplan: - / 38 / 0.131 / 0 / 348
3_3_place_gp: 16.3 / 101 / 0.193 / -3.26 / 557
3_5_place_dp: 16.3 / 101 / 0.193 / -3.37 / 557
4_1_cts: 17.7 / 106 / 0.376 / -0.490 / 603
5_1_grt: 18.2 / 108 / 0.397 / -0.715 / 622
6_report: 18.2 / 108 / 0.366 / -0.527 / 622
-- worst max-delay path, delay by kind of cell, from the launching register on --
kind	cells	cell delay (ns)
buffers and inverters	2	0.34
and+or+nand+nor	2	0.31
DFF	1	0.38
-- logic make-up after synthesis --
logic type                 count (synthesis)  share of synthesized area (%)
adders and majority gates                  3                           10.8
muxes                                      1                           2.88
AOI/OAI and AO/OA                          6                           11.1
latches                                    3                           12.9
xor gates and xnor gates                   1                           2.52
and+or+nand+nor                           13                           23.0
DFF                                        3                           21.6
buffers and inverters                      8                           15.1
-- final cells by class --
cell class | instances | area [µm²] | share of cell area, %
multi-input cells | 24 | 205 | 33.0
repair buffers | 25 | 201 | 32.4
flip-flops and latches | 6 | 120 | 19.3
clock buffers | 4 | 26.3 | 4.23
inverters | 3 | 11.3 | 1.81
well taps | 46 | 57.6 | 9.26
-- placed cells by master, fill, tap and decap left out, drive strengths merged --
cell,instances
a21oi,2
clkdlybuf4s50,4
dlxtn,3
nor2,3
dfrtp,3
o21ai,1
nand4b,1
inv,3
buf,18
nor2b,1
dlygate4sd2,3
o31ai,2
nor3,2
ha,3
nand3b,2
a311oi,1
xor2,1
clkbuf,4
and2,1
mux2i,1
nor3b,3
-- path summary, 6_finish.rpt --
kind	startpoint	endpoint	slack [ns]	cells after the start
max	Q_reg[0]	done	-0.29	4
min in group clk0	start	clk_ena	0.80	4
max in group asynchronous	reset_a	Q_reg[1]	0.87	1
min	reset_a	Q_reg[2]	0.19	1
-- timing repair --
item,CTS,global route
setup endpoints to repair,7,2
gates resized,27,1
pin swaps,2,1
buffers inserted,2,2
-- power by group through the flow --
| stage | clock (mW) | combinational (mW) | sequential (mW) |
|---|---|---|---|
| finish | 0.174 | 0.0861 | 0.106 |
| CTS | 0.184 | 0.0862 | 0.106 |
| global route | 0.196 | 0.0962 | 0.106 |
Power is estimated from default activity; no workload was simulated.
